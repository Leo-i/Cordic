### design/flow/design.v
`timescale 1ns / 1ps
module Sine_wave
    #(
        parameter DATA_WIDTH    = 12,
        parameter ANGLE_WIDTH   = 16
    )(
    input                       clk,
    input                       reset,
    input                       ce,
    input  [DATA_WIDTH:0]       ampl,  
    input  [ANGLE_WIDTH-1:0]    step,  
    output [DATA_WIDTH:0]    sin_wave,
    output [DATA_WIDTH:0]    cos_wave   
);
localparam  MID_LVL = 2 << (DATA_WIDTH-1);
localparam angle_90 = 51315; 
wire signed [DATA_WIDTH:0] Xo_cordic, Yo_cordic;
reg [ANGLE_WIDTH-1:0] angle ;
wire [1:0] quarter;
localparam QUARTER_1 = 0;
localparam QUARTER_2 = 1;
localparam QUARTER_3 = 2;
localparam QUARTER_4 = 3;
reg [2:0] state;
cordic # (
    .DATA_WIDTH    (DATA_WIDTH),
    .ANGLE_WIDTH   (ANGLE_WIDTH)
    ) cordic ( 
    .clk        ( clk), 
    .rst        ( reset      ),
    .x_i        ( ampl       ), 
    .quarter_in ( state      ),
    .theta_i    ( angle      ),
    .x_o        ( Xo_cordic  ), 
    .y_o        ( Yo_cordic  ),
    .quarter_out( quarter    )
);
assign sin_wave = (quarter == QUARTER_1) | (quarter == QUARTER_2) ? MID_LVL + Yo_cordic : MID_LVL -Yo_cordic;
assign cos_wave = (quarter == QUARTER_1) | (quarter == QUARTER_4) ? MID_LVL + Xo_cordic : MID_LVL -Xo_cordic;
always@(posedge (clk & ce) )begin
    if (reset) begin
        state <= QUARTER_1;
        angle <= 0;
    end else begin
        case (state)
            QUARTER_1: begin
                if (angle < angle_90 - step)
                    angle <= angle + step;
                else begin
                    state <= QUARTER_2;
                end
            end
            QUARTER_2: begin
                if (angle > step)
                    angle <= angle - step;
                else begin
                    state <= QUARTER_3;
                end
            end
            QUARTER_3: begin
                if (angle < angle_90 - step)
                    angle <= angle + step;
                else begin
                    state <= QUARTER_4;
                end
            end
            QUARTER_4: begin
                if (angle > step)
                    angle <= angle - step;
                else begin
                    state <= QUARTER_1;
                end
            end
        endcase
    end
end
endmodule
`timescale 1ns / 1ps
module cordic#(
    parameter DATA_WIDTH    = 12,
    parameter ANGLE_WIDTH   = 16
    )(
    input                           clk,
    input                           rst,
    input  signed [DATA_WIDTH:0]    x_i,
    input         [1:0]             quarter_in,
    input         [ANGLE_WIDTH-1:0]   theta_i,  
    output signed [DATA_WIDTH:0]    x_o,
    output signed [DATA_WIDTH:0]    y_o,
    output        [1:0]             quarter_out
    );
genvar i;
wire signed   [DATA_WIDTH:0]  x_wire     [ROTATORS_COUNT:0]; 
wire signed   [DATA_WIDTH:0]  y_wire     [ROTATORS_COUNT:0]; 
wire signed   [ANGLE_WIDTH:0] z_wire     [ROTATORS_COUNT:0]; 
wire          [1:0]           quarter    [ROTATORS_COUNT:0]; 
assign x_wire[0][DATA_WIDTH:0] = x_i[DATA_WIDTH:0];
assign y_wire[0][DATA_WIDTH:0] = 0;
assign z_wire[0][ANGLE_WIDTH:0] = theta_i[ANGLE_WIDTH-1:0];
assign quarter[0][1:0] = quarter_in[1:0];
assign x_o[DATA_WIDTH:0] = x_wire[ROTATORS_COUNT][DATA_WIDTH:0];
assign y_o[DATA_WIDTH:0] = y_wire[ROTATORS_COUNT][DATA_WIDTH:0];
assign quarter_out[1:0] = quarter[ROTATORS_COUNT][1:0];
parameter ROTATORS_COUNT = 16;
generate
    for(i=0; i < ROTATORS_COUNT; i = i + 1) begin
        rotator
        #( 
        .DATA_WIDTH    (DATA_WIDTH),
        .ANGLE_WIDTH   (ANGLE_WIDTH),
        .ROTATOR_NUMBER(i)
        ) rotator (  
        .clk        ( clk ),
        .rst        ( rst ),
        .x_i        ( x_wire[i][DATA_WIDTH:0]   ),
        .y_i        ( y_wire[i][DATA_WIDTH:0]   ),
        .z_i        ( z_wire[i][ANGLE_WIDTH:0]  ),
        .quarter_in (quarter[i]                 ),
        .atan       ( tanangle(i)               ),
        .x_o        ( x_wire[i+1][DATA_WIDTH:0] ),
        .y_o        ( y_wire[i+1][DATA_WIDTH:0] ),
        .z_o        ( z_wire[i+1][ANGLE_WIDTH:0]),
        .quarter_out( quarter[i+1]              )
        );
    end
endgenerate
function [ANGLE_WIDTH:0] tanangle;
    input [3:0] i;
begin
    case (i)
    4'b0000: tanangle = 0.7850*(2 << (ANGLE_WIDTH-2) ); 
    4'b0001: tanangle = 0.4640*(2 << (ANGLE_WIDTH-2) );
    4'b0010: tanangle = 0.2450*(2 << (ANGLE_WIDTH-2) );
    4'b0011: tanangle = 0.1244*(2 << (ANGLE_WIDTH-2) ); 
    4'b0100: tanangle = 0.0624*(2 << (ANGLE_WIDTH-2) );
    4'b0101: tanangle = 0.0312*(2 << (ANGLE_WIDTH-2) ); 
    4'b0110: tanangle = 0.0156*(2 << (ANGLE_WIDTH-2) ); 
    4'b0111: tanangle = 0.0078*(2 << (ANGLE_WIDTH-2) ); 
    4'b1000: tanangle = 0.0039*(2 << (ANGLE_WIDTH-2) );
    4'b1001: tanangle = 0.00198*(2 << (ANGLE_WIDTH-2) ); 
    4'b1010: tanangle = 0.00098*(2 << (ANGLE_WIDTH-2) ); 
    4'b1011: tanangle = 0.00049*(2 << (ANGLE_WIDTH-2) ); 
    4'b1100: tanangle = 0.00024*(2 << (ANGLE_WIDTH-2) );
    4'b1101: tanangle = 0.00012*(2 << (ANGLE_WIDTH-2) ); 
    4'b1110: tanangle = 0.00006*(2 << (ANGLE_WIDTH-2) ); 
    4'b1111: tanangle = 0.00003*(2 << (ANGLE_WIDTH-2) ); 
    endcase
    end
endfunction
endmodule
`timescale 1ns / 1ps
module rotator
    #( 
    parameter DATA_WIDTH    = 12,
    parameter ANGLE_WIDTH   = 16,
    parameter ROTATOR_NUMBER = 1
    )(  
    input                                   clk,
    input                                   rst,
    input  wire signed [DATA_WIDTH:0]       x_i,
    input  wire signed [DATA_WIDTH:0]       y_i,
    input  wire signed [ANGLE_WIDTH:0]      z_i,
    input              [1:0]                quarter_in,
    input  wire        [ANGLE_WIDTH:0]      atan,
    output reg signed  [DATA_WIDTH:0]       x_o,
    output reg signed  [DATA_WIDTH:0]       y_o,
    output reg signed  [ANGLE_WIDTH:0]      z_o,
    output reg         [1:0]                quarter_out
);
wire signed [DATA_WIDTH:0] shifted_x;
wire signed [DATA_WIDTH:0] shifted_y;
assign shifted_x = x_i >>> ROTATOR_NUMBER;
assign shifted_y = y_i >>> ROTATOR_NUMBER;
always@(posedge clk)begin
    if (rst) begin
        x_o <= 0;
        y_o <= 0;
        z_o <= 0;
        quarter_out <=0;
    end else begin
        quarter_out <= quarter_in;
        if (z_i > 0) begin
            x_o = x_i - shifted_y;
            y_o = y_i + shifted_x;
            z_o = z_i - atan;
        end else begin
            x_o = x_i + shifted_y;
            y_o = y_i - shifted_x;
            z_o = z_i + atan;
        end
    end
end
endmodule
### design/flow/run.sh
#!/bin/bash
# OpenROAD 26Q1-2900-gdf79404cd8, Yosys 0.63+post, stock flow scripts
make -C /OpenROAD-flow-scripts/flow DESIGN_CONFIG=/design/flow/config.mk WORK_HOME=/design/flow/orfs finish
### design/flow/config.mk
export PLATFORM = sky130hd
export DESIGN_NAME = Sine_wave
export DESIGN_NICKNAME = Sine_wave
export VERILOG_FILES = /design/flow/design.v
export SDC_FILE = /design/flow/constraint.sdc
export NUM_CORES = 4
export LEC_CHECK = 1
export CORE_UTILIZATION = 40
### design/flow/constraint.sdc
current_design Sine_wave

set clk_period 7.2
set clk_io_pct 0.2

create_clock -name clk0 -period $clk_period [get_ports {clk}]

set non_clock_inputs [all_inputs -no_clocks]
set_input_delay [expr $clk_period * $clk_io_pct] -clock clk0 $non_clock_inputs
set_output_delay [expr $clk_period * $clk_io_pct] -clock clk0 [all_outputs]
==> notes.md <==
From the run reports.

- The run finished with clean final reports.
- The total die size is 119000 um2.
- The synthesis report gives the async set-or-reset register share as 0%.
- The DRC violation total after the first TritonRoute iteration is 1569.
- The cell count after placement reads 6954.
- The count of hold buffers inserted by post-cts repair is 4.
- The start point of the critical path is step[9].
- In this run the tools logged warnings totalling 47.
- Looking at area per cell type in the netlist, the leader is sky130_fd_sc_hd__dfxtp_1.
- The filler cell count reads 11200.
- Entering global routing, the biggest net connects 135 pins.
- The total detailed-routing wirelength reads 97.2 mm.
- The vias after detailed routing reads 36200.
- The final critical path time including I/O delays and setup is 4830 ps.
- The clock insertion delay at the later pin of the skew report is 780 ps.
- Per the final report, max-transition violations number 0.
- The slew of the pin with the lowest slew margin reads 783 ps.
- The placed cell area is 49000 um2.
- The standard cell core area reads 116000 um2.
- The register area share after synthesis is 30.8%.
- The standard-cell row count is 125.
- The maximum operating frequency is 0.207 GHz.
- The count of instantiated cells in the yosys netlist is 5477.
- The mean instance size in the synthesized netlist reads 8.56 um2.
- The number of design rule violations left after detail routing is 0.
- The worst register-to-register path ends at cordic.genblk1[4].rotator.x_o[12].
- The total congestion overflow after global routing reads 0.
- At the floorplan stage, the core utilization is reported as 40.3%.
- The synthesized design devotes to its leading area cell type 30.8% of total area.
- The cell area after layout reads 52000 um2.
- The endpoint required time on the critical path reads 7840 ps.
- Before antenna repair, the detailed router went through 5 iterations.
- The worst clock skew is 42.5 ps.
- Yosys mapped a number of flops with a built-in enable equal to 0.
- Adding up every negative setup slack in the final design gives 0 ps.
- For this run, the number of Yosys warnings is 51.
- The path category of the worst min-delay check is input port to clock gate.
- Setup repair after global routing left no endpoint under its margin.
- The number of antenna diodes in the final layout is 0.
- The number of unique standard cell types used by synthesis reads 74.
- Counting flops and latches in the post-synthesis netlist gives 720.
- The largest fanout on the critical path is 13.
- The tally of non-filler cells in the final layout reads 7109.
- The most frequently used flop master after synthesis reads sky130_fd_sc_hd__dfxtp_1.
- The post-synthesis cell area reads 46900 um2.
- The clock transition time at the flip-flop clock pins of the worst setup and hold paths is 50 ps.
- The number of global-route vias before repair is 34100.
- The average wire per cell in the routed design is 13.7 um.
- The initial antenna violation count is 1.
- The start point of the worst min-delay path is ce.
- The total global routing track utilization reads 16.9%.
- The wire length of the first global-routing pass is 165 mm.
- The half-perimeter wire length of the detailed placement result is 74.4 mm.
- The data arrival time reported for the critical path is 5470 ps.
- According to the floorplan report, the die width is 344 um.
- The post-synthesis chip area from yosys reads 46900 um2.
- The weighted congestion at the end of routability-driven global placement reads 0.900.
- Post-CTS repair changed the size of 0 cells.
- The count of buffers added by post-CTS timing repair for setup is 0.
- The number of cells on the worst hold path is listed as 5.
- The vertical die dimension reported for this design is 344 um.
- Hold timing on the final database bottoms out at a slack of 392 ps.
- The via density per instance is 5.10.
- The final timing report counts setup violations totalling 0.
- OpenROAD reports that the post-layout worst path occupies 67.0% of the period.
- The synthesized instance count is 5477.
- The total I/O pin count is 58.
- The number of max-capacitance violations reported is 0.
- The worst setup path is launched from an input port.
- The residual antenna-violating net count after detailed routing reads 0.
- The synthesis report lists the most area-consuming cells as sky130_fd_sc_hd__dfxtp_1 31%, sky130_fd_sc_hd__ha_1 17%, sky130_fd_sc_hd__xnor2_1 6.2%.
- The minimum setup slack among reg-to-reg paths is 2720 ps.
- The cell depth of the worst flop-to-flop path is 16.
- The type of element capturing the critical path reads a flop.
- The startpoint of the most critical register-to-register path reads cordic.genblk1[3].rotator.z_o[0].
- The count of final hold-check violations is 0.
- The count of buffers inserted at the top-level ports is 57.
- The TritonCTS clock tree is built.
- The area added between synthesis and finish is 10.9%.
- Leaving out fill and tap cells, the most frequent cells in the layout are 720 x sky130_fd_sc_hd__dfxtp_1, 707 x sky130_fd_sc_hd__nor2_1, 635 x sky130_fd_sc_hd__ha_1.
- The worst slew margin relative to its limit reads 47.2%.
- Of the cells placed in the final design, the portion with a size suffix greater than 1 is 4.64%.
- Leaving out fill and tap cells, the most frequent cell in the layout is sky130_fd_sc_hd__dfxtp_1.
- The worst setup path category reads input port to flop.
sequential cells by signal (all words and copies together) (netlist names):
name                                count
cordic.genblk1.rotator.z_o            255
cordic.genblk1.rotator.x_o            208
cordic.genblk1.rotator.y_o            207
cordic.genblk1.rotator.quarter_out     32
angle                                  16
state                                   2
worst max-delay path: stages:
cell	delay [ps]
sky130_fd_sc_hd__clkdlybuf4s50_1	520
sky130_fd_sc_hd__or4_4	590
sky130_fd_sc_hd__o21ai_2	210
sky130_fd_sc_hd__nand3_1	140
sky130_fd_sc_hd__xnor2_1	150
sky130_fd_sc_hd__ha_1	280
sky130_fd_sc_hd__a21o_1	170
sky130_fd_sc_hd__a21oi_1	170
sky130_fd_sc_hd__o21ai_0	110
sky130_fd_sc_hd__o31ai_1	490
sky130_fd_sc_hd__o21a_1	660
sky130_fd_sc_hd__buf_4	280
sky130_fd_sc_hd__mux2i_1	180
sky130_fd_sc_hd__nor2_1	50
cell families (layout without fill, tap and decap cells):
| logic type | Yosys count | after routing | share of synthesized area (%) |
|---|---|---|---|
| AND/OR/NAND/NOR | 1841 | 1841 | 18.7 |
| AND-OR/OR-AND | 1210 | 1210 | 16.6 |
| flip-flops | 720 | 720 | 30.8 |
| adder cells (fa/ha/maj) | 681 | 681 | 18.9 |
| XOR/XNOR | 558 | 558 | 10.4 |
| buffers and inverters | 414 | 522 | 3.38 |
| multiplexers | 53 | 53 | 1.20 |
cell usage after synthesis, types with 37 or more instances:
cell and number:
sky130_fd_sc_hd__nand2_1 274, sky130_fd_sc_hd__a21o_1 179, sky130_fd_sc_hd__nor4_1 74, sky130_fd_sc_hd__o21bai_1 37
sky130_fd_sc_hd__nor2_1 707, sky130_fd_sc_hd__fa_1 46, sky130_fd_sc_hd__o21ai_0 270, sky130_fd_sc_hd__clkbuf_1 111
sky130_fd_sc_hd__nor2b_1 229, sky130_fd_sc_hd__and3_1 45, sky130_fd_sc_hd__a31oi_1 68, sky130_fd_sc_hd__xor2_1 224
sky130_fd_sc_hd__ha_1 635, sky130_fd_sc_hd__o31ai_1 53, sky130_fd_sc_hd__dfxtp_1 720, sky130_fd_sc_hd__nand2b_1 77
sky130_fd_sc_hd__a21oi_1 347, sky130_fd_sc_hd__inv_1 282, sky130_fd_sc_hd__nand3_1 59, sky130_fd_sc_hd__xnor2_1 334
sky130_fd_sc_hd__or3_1 51, sky130_fd_sc_hd__nor3_1 223
routing by layer:
layer  GRT usage [%]  wire [um]
met5               0          0
met4            2.83       1750
met1            25.6      49300
met2            26.4      42800
met3            2.59       3370
how the worst max path moves through the flow:
stage,to
after CTS,angle[1]
after global routing,angle[1]
final,angle[1]
metrics by stage:
stage,worst slack (ps),util [%]
finish,2370,44.7
global route,2100,44.7
CTS,2410,44.7
detailed placement,1640,42.2
global placement,1650,42.2
floorplan,3010,-
final cells by class:
class,count,area [um2],share of cell area (%)
timing repair buffer,86,816,1.57
sequential,720,14400,27.7
clock buffer,111,2400,4.61
clock inverter,40,509,0.980
inverter,285,1070,2.06
multi-input combinational,4343,30900,59.4
tap,1524,1910,3.67
